## /design/flow/config.mk

```make
export PLATFORM = sky130hd
export DESIGN_NAME = clock_divider
export DESIGN_NICKNAME = clock_divider
export VERILOG_FILES = /design/flow/design.v
export SDC_FILE = /design/flow/constraint.sdc
export NUM_CORES = 4
export LEC_CHECK = 1
export CORE_UTILIZATION = 50
```

## /design/flow/constraint.sdc

```tcl
current_design clock_divider

set clk_period 9.9
set clk_io_pct 0.2

create_clock -name clk0 -period $clk_period [get_ports {clk_in}]

set non_clock_inputs [all_inputs -no_clocks]
set_input_delay [expr $clk_period * $clk_io_pct] -clock clk0 $non_clock_inputs
set_output_delay [expr $clk_period * $clk_io_pct] -clock clk0 [all_outputs]
```

## /design/flow/design.v

```verilog
`timescale 1ns / 1ps
module clock_divider(
    input clk_in,          
    input reset,           
    output reg clk_out     
);
    reg [63:0] counter =0; 
    always @(posedge clk_in or posedge reset) begin
        if (reset) begin
            counter <= 0;
            clk_out <= 0;
        end else begin
            if (counter == 50000) begin
                counter <= 0;
                clk_out <= ~clk_out;
            end else begin
                counter <= counter + 1;
            end
        end
    end
endmodule
```

## /design/flow/run.sh

```bash
#!/bin/bash
# OpenROAD 26Q1-2900-gdf79404cd8, Yosys 0.63+post, stock flow scripts
make -C /OpenROAD-flow-scripts/flow DESIGN_CONFIG=/design/flow/config.mk WORK_HOME=/design/flow/orfs finish
```

==> run_results.csv <==
group,metric,value,unit
floorplanning,die_w,81.99,um
clocking,cts_tree,"yes",
yosys,top_area_cell,"dfrtp_1",
sta,max_freq,318.6,MHz
sta,rsz0062_at_grt,"no",
drt,viasPerCell,5.499,
yosys,async_flop_share,100.0,%
yosys,synth-xor-area-share,17.25,%
drt,drt_iter0_markers,79,
yosys,synth.area.mux_share,0,%
power_and_ir_drop,comb_power_share,1.2,%
sta,fin_crit_sh,31.70,%
yosys,synth_cell_types,29,
floorplanning,initCoreUtil,52.79,%
sta,hold_viol,0,
global_routing,grt_use_met3,5.186,%
setup_path,crit_required,7920,ps
placed_design,dp_slack,6567,ps
yosys,yosys_area,0.003199,mm^2
yosys,ys_warn_count,1,
yosys,logic_family,"simple AND/OR/NAND/NOR gates",
drt,first_pass_iters,4,
power_and_ir_drop,powerDensity,135.8,mW/mm^2
setup_path,worstPathArrival,1160,ps
setup_path,critPathBufInv,1,
yosys,ff_type,"dfrtp_1",
clocking,insertion_delay,340,ps
setup_path,worst-r2r-setup-slack,7620,ps
setup_path,cp-start-kind,"flip-flop",
global_routing,grt_pass1_vias,2156,
yosys,syn_area_per_cell,10.39,um^2
clocking,cts_buffers,9,
drt,vias,2194,
yosys,top_cells_by_count,"dfrtp_1, nor2_1, xnor2_1",
yosys,edf_count,0,
yosys,syn_inst,308,
setup_path,end_kind,"output pin",
finish,drive_gt1_share,9.877,%
yosys,aoi_share,0,%
setup_path,worstPathMaxFanout,2,
clocking,cts-root-buf,"clkbuf_8",
drt,ant_nets,0,
sta,slew_headroom,56.63,%
sta,tns,0,ps
setup_path,slowest_stage,"clkdlybuf4s50_1",
global_routing,grt_use_met2,32.31,%
yosys,adder_share,0.7822,%
sta,fin_ws,6761,ps
drt,finalWirelength,6.166,mm
global_routing,antenna_found_initial,0,
sta,slew_violations,0,
power_and_ir_drop,vdd_ir_drop_max,0.1083,mV
power_and_ir_drop,cellLeakagePower,1.601,nW
sta,fin_crit,3139,ps
floorplanning,core.rowCount,28,
clocking,htree_levels,3,
floorplanning,chipArea,0.006722,mm^2
floorplanning,core_region_area,0.006061,mm^2
global_routing,grt.overflow.total,0,
yosys,most_common_cell,"dfrtp_1",
sta,worst_pin_slew,645.7,ps
yosys,ys_sh_simple,29.17,%
clocking,cts_resized,0,
clocking,clock_path_buffers,2,
global_routing,grt_max_degree,43,
run,drv_cap,0,
power_and_ir_drop,clock_power_share,42.7,%
yosys,synth_top_area_share,50.84,%
floorplanning,die_h,81.99,um
clocking,cts_setup_buffers,0,
clocking,clock-sinks,65,
setup_path,crit_type,"reg -> out",
sta,finClkSkew,9.413,ps
global_routing,grt_pass1_wl,10.75,mm
power_and_ir_drop,seqPwrFrac,56.1,%
yosys,ys_seq_share,50.84,%
run,tool_warnings,26,
global_routing,grtUsageTotal,22.44,%
clocking,holdBufCountCts,0,
placed_design,dp_hpwl,4.428,mm
placed_design,numPortBuffers,2,
global_routing,grt.busiest_layer,"met1",
setup_path,crit_chain,"clkdlybuf4s50_1",
global_routing,grtUsageMet1,37.64,%
power_and_ir_drop,p_int,0.3691,mW
power_and_ir_drop,sw_frac_of_total,21.99,%
drt,drc,0,
finish,area_delta_synth_final,8.917,%
finish,fillers,526,
setup_path,path_delay_family,"buffers and inverters",
setup_path,critPathMaxStageDelay,460,ps
sta,setup_viol,0,
run_status,status,"finished, final reports clean",
clocking,clk_pin_slew,60,ps
power_and_ir_drop,p_switching,0.1041,mW
yosys,yosys_cells,308,
yosys,area_leaders,"dfrtp_1, xnor2_1, xor2_1, nand4_1, nor4_1",
floorplanning,ios,3,
drt,post_drt_wl_per_cell,15.45,um
drt,antenna_cells,0,
hold_path,min_path_type,"reg -> reg",
yosys,synth_flop_count,65,
placed_design,gp_congestion,0.8542,
power_and_ir_drop,finalPower,0.4732,mW
yosys,netlist_area,0.003199,mm^2
-- routing by layer --
layer  up-vias  wire [um]
li1       1101          -
met1      1060       3099
met2        29       2738
met3         4        262
met4         0         66
met5         -          0
-- cell type report --
type | count | area, um^2 | area share [%]
tap | 75 | 93.84 | 2.693
multi-input combinational | 228 | 1510 | 43.34
clock inverter | 5 | 30.03 | 0.8618
inverter | 12 | 45.04 | 1.293
timing repair buffer | 3 | 27.53 | 0.7899
clock buffer | 11 | 151.4 | 4.345
sequential | 65 | 1627 | 46.68
-- stage by stage --
stage | hold slack (ps) | utilization (%) | instances | cell area (um^2)
detailed placement | 460.0 | 54.50 | 383 | 3303
finish | 472.7 | 57.49 | 399 | 3485
floorplan | 420.4 | - | 308 | 3199
CTS | 477.6 | 57.49 | 399 | 3485
global placement | 455.3 | 54.50 | 383 | 3303
global route | 496.3 | 57.49 | 399 | 3485
-- power by group through the flow --
stage,clock network [mW],logic (mW),registers [mW]
CTS,0.209,0.00620,0.265
global route,0.221,0.00711,0.265
finish,0.202,0.00567,0.265
-- layout by cell type (no fill, tap or decap), drive strengths merged --
master,n
dfrtp,65
nor2,33
xnor2,32
xor2,31
nand3,26
nand4,26
nand2,25
nor4,24
nor3,16
inv,12
clkbuf,11
and3,5
clkinv,3
ha,2
clkinvlp,2
clkdlybuf4s50,2
nor3b,2
and4,1
or3,1
or2,1
and4bb,1
nor4b,1
nor2b,1
buf,1
-- worst reg2reg max path: cells and delay by family (launching register included) --
family / cells / cell delay [ps]
flip-flops: 1 / 410
AND/OR/NAND/NOR: 4 / 1630
XOR/XNOR: 1 / 170
-- logic make-up after synthesis --
logic type               count (synthesis)
XOR/XNOR                                63
adder cells (fa/ha/maj)                  2
buffers and inverters                   15
flip-flops                              65
AND/OR/NAND/NOR                        163
-- path summary, 6_finish.rpt --
check                      startpoint     endpoint  cells after the start
max                           clk_out      clk_out                      1
min                           clk_out      clk_out                      1
max reg2reg                counter[5]  counter[63]                      5
min reg2reg                   clk_out      clk_out                      1
max in group asynchronous       reset  counter[33]                      3
min in group asynchronous       reset   counter[0]                      2
-- state kept, by name, summed over array words and instances, names as in the netlist --
name	cells
counter	64
clk_out	1
Power figures rest on the tool's default switching activity, not on a simulated workload.
