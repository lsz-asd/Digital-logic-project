`run.sh`:
```
#!/bin/bash
# OpenROAD 26Q1-2900-gdf79404cd8, Yosys 0.63+post, stock flow scripts
make -C /OpenROAD-flow-scripts/flow DESIGN_CONFIG=/design/flow/config.mk WORK_HOME=/design/flow/orfs finish
```
`config.mk`:
```
export PLATFORM = sky130hd
export DESIGN_NAME = button_debounce
export DESIGN_NICKNAME = button_debounce
export VERILOG_FILES = /design/flow/design.v
export SDC_FILE = /design/flow/constraint.sdc
export NUM_CORES = 4
export LEC_CHECK = 1
export CORE_UTILIZATION = 40
```
`constraint.sdc`:
```
current_design button_debounce

set clk_period 7.3
set clk_io_pct 0.2

create_clock -name clk0 -period $clk_period [get_ports {clk}]

set non_clock_inputs [all_inputs -no_clocks]
set_input_delay [expr $clk_period * $clk_io_pct] -clock clk0 $non_clock_inputs
set_output_delay [expr $clk_period * $clk_io_pct] -clock clk0 [all_outputs]
```
`design.v`:
```
`timescale 1ns / 1ps
module button_debounce 
#(
    parameter CNT_MAX = 64'd99_999 
)
(
    input wire clk,       
    input wire rst_n,    
    input wire key_in,   
    output reg key_out    
);
reg [63:0] cnt_20ms;    
always @(posedge clk or posedge rst_n) begin
    if (rst_n) 
        cnt_20ms <= 64'b0;
    else if (!key_in) 
        cnt_20ms <= 64'b0;
    else if (cnt_20ms == CNT_MAX && key_in) 
        cnt_20ms <= cnt_20ms;
    else 
        cnt_20ms <= cnt_20ms + 1'b1;
end
always @(posedge clk or posedge rst_n) begin
    if (rst_n) 
        key_out <= 1'b0;
    else if (cnt_20ms == CNT_MAX) 
        key_out <= 1'b1;
    else 
        key_out <= 1'b0;
end
endmodule
```
==> flow_metrics.tcl <==
# flow metrics
set metrics [dict create \
    synth_area_per_cell_sq_um 9.08 \
    critPathMaxStageDelay_ns 0.67 \
    fin_crit_sh_pct 44.5 \
    setup.worst_path.start "key_in" \
    die-width_microns 97.4 \
    clkTransAtPathRegs_ns 0.07 \
    clk_path_buf_depth 2 \
    most_common_cell "dfrtp_1" \
    fp-row-count 34 \
    critPathCaptureType "flip-flop" \
    edf_count 0 \
    rsz0062_at_grt "no" \
    cts_resized 0 \
    worst_setup_path_start_kind "primary input" \
    drive_gt1_share_pct 7.16 \
    crit_chain "clkdlybuf4s50_1 -> clkinv_1 -> buf_4 -> nor3_1" \
    hold_buffers 0 \
    hpwl_microns 5870 \
    critPathBufInv 3 \
    cts-buffers-inserted 9 \
    p_int_uw 531 \
    final-setup-viol-count 0 \
    hold_viol 0 \
    status "completed" \
    synth-main-ff-cell "dfrtp_1" \
    async_flop_share_pct 100 \
    tool_warnings 25 \
    slew_headroom_pct 43.1 \
    common_cells "65 x dfrtp_1, 38 x nor2_1, 31 x nand4_1, 30 x nand2_1, 29 x nor4_1" \
    area_leaders "dfrtp_1 45%, nand4_1 5.3%, xor2_1 5.0%, nor4_1 5.0%, nor2_1 3.9%" \
    cts_tree "done" \
    worstPathArrival_ns 3.51 \
    via_count 3073 \
    maxCapViolations 0 \
    drt-total-wl_microns 8660 \
    netlist_area_sq_um 3640 \
    grt_max_degree 41 \
    cpMaxStageDelayCell "clkdlybuf4s50_1" \
    fmax_mhz 308 \
    p_clk_share_pct 44.5 \
    ys_area_sq_um 3640 \
    cts_max_level 3 \
    gr-total-overflow 0 \
    ff2ff_path_depth 6 \
    total_power_uw 688 \
    fp.coreArea_sq_um 8760 \
    critPathRequiredTime_ns 7.56 \
    syn_to_final_growth_pct 8.21 \
    die_y_microns 97.4 \
    insertion_delay_ns 0.35 \
    cts_setup_buffers 0 \
    clock-sinks 65 \
    min_period_ns 3.25 \
    drt_iter0_markers 127 \
    p_seq_share_pct 52.8 \
    tightestPinTransition_ns 0.846 \
    antenna_cells 0 \
    ys_seq_share_pct 44.7 \
    worstSetupPathType "primary input to flip-flop" \
    drc_errors 0 \
    hold_path_depth 2 \
    yosys-stat-cells 401 \
    yosys.area.top_type "dfrtp_1" \
    wire_per_inst_microns 16.9 \
    final_util_pct 45.0 \
    ys.flops 65 \
    min-delay-start "cnt_20ms[42]$_DFFE_PP0P_" \
    p_leak_nw 1.52 \
    ant_nets 0 \
    yosys.area.top_type_share_pct 44.7 \
    io_buffer_count 3 \
    crit_family "buffers and inverters" \
    p_switching_uw 156 \
    switching_share_pct 22.7 \
    pwr_density_cell_nw_per_um2 174 \
    skew_ns 0.0112 \
    report.final.slew_viol_count 0 \
    yosys_warnings 1 \
    initCoreUtil_pct 41.6 \
    pwr-share-comb_pct 2.7 \
    hold_class "flip-flop to flip-flop" \
    crit_cells 4 \
    reg2reg_from "cnt_20ms[0]$_DFFE_PP0P_" \
    routed_via_density 5.99 \
    synthCells 401 \
    gp_congestion 0.893 \
    die_area_sq_um 9490 \
    synth.distinct_cells 39 \
    antenna_found_initial 0 \
    grt_pass1_wl_microns 14600 \
    fin_tns_setup_ns 0 \
    globalRouteTotalUtil_pct 19.6 \
    vdd_drop_max_mv 0.0976 \
    grt_pass1_vias 2901 \
    pin_count 4 \
    dr.pass1.iters 4 \
    cts_root_buffer "clkbuf_8" \
    cp_max_fo 37 \
]
==> through the flow <==
stage	setup WS [ns]	instance area [sq um]	hold slack [ns]	cells
2_1_floorplan	4.21	3640	0.530	401
3_3_place_gp	3.72	3750	0.548	497
3_5_place_dp	3.67	3750	0.559	497
4_1_cts	4.06	3940	0.569	513
5_1_grt	3.86	3940	0.589	513
6_report	4.05	3940	0.564	513
==> routing by layer <==
metal	global-route usage (%)	vias to the layer above	wire (microns)
li1	-	1498	-
met1	31.2	1499	4330
met2	29.3	60	3810
met3	3.81	16	380
met4	2.94	0	140
met5	0	-	0
==> tightest hold or removal path: cells and delay by family, from the launching register on <==
kind | cells | cell delay (ns)
AND-OR/OR-AND | 1 | 0.06
AND/OR/NAND/NOR | 1 | 0.07
flip-flops | 1 | 0.40
==> final cells by class <==
type                    count  area [sq um]
fillers                   816          4820
multi-input cells         306          1890
flip-flops and latches     65          1630
clock buffers              13           149
well taps                 108           135
repair buffers              6          52.6
inverters                  12          45.0
clock inverters             3          40.0
==> final timing paths <==
kind	to	slack, ns
setup / recovery	cnt_20ms[4]$_DFFE_PP0P_	4.05
hold / removal	cnt_20ms[42]$_DFFE_PP0P_	0.56
setup reg to reg	cnt_20ms[54]$_DFFE_PP0P_	4.67
hold reg to reg	cnt_20ms[42]$_DFFE_PP0P_	0.56
max in group asynchronous	cnt_20ms[48]$_DFFE_PP0P_	4.87
min in group asynchronous	cnt_20ms[22]$_DFFE_PP0P_	1.49
==> registers in the layout, indices dropped and copies added (netlist names) <==
name	count
key_out	1
cnt_20ms	64
==> power by group through the flow <==
stage         sequential (mW)  clock (mW)  combinational [mW]
global route            0.363       0.326              0.0213
CTS                     0.363       0.314              0.0192
finish                  0.363       0.306              0.0183
==> logic make-up after synthesis <==
group	count (synthesis)	share of synthesized area (%)
AND/OR/NAND/NOR	213	34.4
flip-flops	65	44.7
AND-OR/OR-AND	59	9.17
buffers and inverters	30	3.37
XOR/XNOR	29	6.97
multiplexers	4	1.10
adder cells (fa/ha/maj)	1	0.343
==> cell usage in the layout, fill, tap and decap left out, types with 11 or more instances in the layout <==
cell type and count:
a21oi_1 27, dfrtp_1 65, nand2_1 30, nand3_1 17, nand4_1 31, nor2_1 38, nor4_1 29, o21ai_0 16
o31ai_1 11, or3_1 15, or4_1 12, xor2_1 21
Power figures rest on the tool's default switching activity, not on a simulated workload.
